--- config.mk ---
export PLATFORM = sky130hd
export DESIGN_NAME = FIFO
export DESIGN_NICKNAME = FIFO
export VERILOG_FILES = /design/flow/design.v
export SDC_FILE = /design/flow/constraint.sdc
export NUM_CORES = 4
export LEC_CHECK = 1
export CORE_UTILIZATION = 40
--- constraint.sdc ---
current_design FIFO

set clk_period 3.5
set clk_io_pct 0.2

create_clock -name clk0 -period $clk_period [get_ports {clk}]

set non_clock_inputs [all_inputs -no_clocks]
set_input_delay [expr $clk_period * $clk_io_pct] -clock clk0 $non_clock_inputs
set_output_delay [expr $clk_period * $clk_io_pct] -clock clk0 [all_outputs]
--- design.v ---
module FIFO(input clk, rst, wr, rd,
            input [7:0] din, output reg [7:0] dout,
            output empty, full);
  reg [3:0] wptr = 0, rptr = 0;
  reg [4:0] cnt = 0;
  reg [7:0] mem [15:0];
  always @(posedge clk)
    begin
      if (rst == 1'b1)
        begin
          wptr <= 0;
          rptr <= 0;
          cnt  <= 0;
        end
      else if (wr && !full)
        begin
          mem[wptr] <= din;
          wptr      <= wptr + 1;
          cnt       <= cnt + 1;
        end
      else if (rd && !empty)
        begin
          dout <= mem[rptr];
          rptr <= rptr + 1;
          cnt  <= cnt - 1;
        end
    end
  assign empty = (cnt == 0) ? 1'b1 : 1'b0;
  assign full  = (cnt == 16) ? 1'b1 : 1'b0;
endmodule
interface fifo_if;
  logic clock, rd, wr;          
  logic full, empty;            
  logic [7:0] data_in;          
  logic [7:0] data_out;         
  logic rst;                    
endinterface
--- run.sh ---
#!/bin/bash
# OpenROAD 26Q1-2900-gdf79404cd8, Yosys 0.63+post, stock flow scripts
make -C /OpenROAD-flow-scripts/flow DESIGN_CONFIG=/design/flow/config.mk WORK_HOME=/design/flow/orfs finish
==> results.sh <==
# implementation run metrics
export IMPL_power_frac_seq_pct=41.0
export IMPL_fin_skew_ns=0.00551
export IMPL_hold_ws_ns=0.577
export IMPL_ir_worst_vdd_v=0.000392
export IMPL_path_clk_slew_ns=0.06
export IMPL_ys_chip_area_um2=6060
export IMPL_hp_start="wptr[1]$_SDFFE_PP0P_"
export IMPL_ys_flop_type="edfxtp_1"
export IMPL_tool_warnings=28
export IMPL_ys_seq_share_pct=71.7
export IMPL_edf_count=136
export IMPL_relSlewSlack_pct=49.1
export IMPL_status="finished, final reports clean"
export IMPL_layout_min_cycle_time_ns=2.75
export IMPL_tightestPinTransition_ns=0.764
export IMPL_n_fill_cell=1190
export IMPL_drive_above_1_share_pct=18.7
export IMPL_antenna_left=0
export IMPL_setup_worst_path_start_class="register"
export IMPL_synthesis_area_um2=6060
export IMPL_cts_repair_resized=0
export IMPL_grt_max_degree=24
export IMPL_ys_cells=359
export IMPL_grt_pass1_wl_um=19500
export IMPL_clkPwrFrac_pct=39.6
export IMPL_register_area_um2=4350
export IMPL_setup_worst_path_start="cnt[0]$_SDFFE_PP0P_"
export IMPL_antenna_found_initial=0
export IMPL_drt_iter0_markers=319
export IMPL_post_cts_buffers=0
export IMPL_p_leak_nw=2.42
export IMPL_area_delta_synth_final_pct=20.1
export IMPL_wl_per_cell_um=19.8
export IMPL_cts_root_buf="clkbuf_16"
export IMPL_cts_buffers=17
export IMPL_syn_avg_cell_area_um2=16.9
export IMPL_worstPathMaxFanout=7
export IMPL_fin_setup_tns_ns=0
export IMPL_r2r_start="cnt[0]$_SDFFE_PP0P_"
export IMPL_antennaDiodeCount=0
export IMPL_ctsHtreeMaxLevel=4
export IMPL_cts_sinks=149
export IMPL_ios=22
export IMPL_grt_pass1_vias=3458
export IMPL_synth_warnings=1
export IMPL_drc=0
export IMPL_grt_overflow=0
export IMPL_core_um2=14600
export IMPL_io_buffer_count=21
export IMPL_rows=44
export IMPL_maxCapViolations=0
export IMPL_clk_latency_ns=0.41
export IMPL_hold_buffers=0
export IMPL_routed_wl_um=11900
export IMPL_rsz0062_at_grt="no"
export IMPL_setup_viol=0
export IMPL_max_freq_ghz=0.363
export IMPL_drt_pass1_iter_count=6
export IMPL_clk_path_buf_depth=2
export IMPL_critPathCaptureType="primary output"
export IMPL_hold_viol=0
export IMPL_mi_logic_area_um2=1610
export IMPL_vias=3295
export IMPL_viasPerCell=5.47
export IMPL_internal_power_mw=3.92
export IMPL_gp_congestion=0.798
export IMPL_netSwitchingFraction_pct=24.1
export IMPL_synthCells=359
export IMPL_async_reset_ff_share_pct=0
export IMPL_die_y_um=125
export IMPL_top_area_share_pct=67.4
export IMPL_synth_flops=149
export IMPL_area_leaders="edfxtp_1, mux4_2, mux2i_1, dfxtp_1, a221oi_1"
export IMPL_most_common_cell="edfxtp_1"
export IMPL_fp_util_pct=41.4
export IMPL_cp_arrival_ns=2.05
export IMPL_die_area_um2=15600
export IMPL_yosysTopAreaCell="edfxtp_1"
export IMPL_dp_hpwl_um=7560
export IMPL_critical_path_class="reg2out"
export IMPL_combPwrFrac_pct=19.5
export IMPL_p_per_area_nw_per_um2=710
export IMPL_drv_slew=0
export IMPL_cts_tree="done"
export IMPL_finalClockPeriodUsage_pct=78.6
export IMPL_synthTopCellsByCount="edfxtp_1, mux2i_1, nor2_1"
export IMPL_die_x_um=125
export IMPL_track_usage_pct=17.8
export IMPL_switchingPower_mw=1.24
export IMPL_synth_cell_types=39
export IMPL_hold_path_class="reg2reg"
export IMPL_required_ns=2.80
## power by group through the flow
stage	Combinational [mW]	Sequential, mW	Clock, mW
final	1.01	2.12	2.04
after global routing	1.11	2.13	2.15
after CTS	1.01	2.12	2.07
## path summary, 6_finish.rpt
check	to	slack, ns	cells past startpoint
worst min-delay path	wptr[1]$_SDFFE_PP0P_	0.58	2
worst max-delay path	empty	0.75	3
worst min register to register	wptr[1]$_SDFFE_PP0P_	0.58	2
worst max register to register	cnt[4]$_SDFFE_PP0P_	0.94	8
## stage by stage
step                      power, mW  cells  util, %  worst slack (ns)  cell area [um2]
after floorplan                2.86    359        -             0.545             6060
after global placement         3.15    571     45.1             0.588             6610
after detailed placement       3.16    571     45.1             0.560             6610
after CTS                      5.21    602     49.7             0.722             7270
after global routing           5.39    602     49.7             0.573             7270
final                          5.17    602     49.7             0.748             7270
## layout by cell type (no fill, tap or decap), types with 9 or more instances in the layout
cell,Yosys,layout
edfxtp_1,136,136
mux2i_1,33,33
nor2_1,26,26
buf_4,0,25
clkdlybuf4s50_1,0,21
clkbuf_16,0,17
a221oi_1,16,16
mux4_2,16,16
nand2_1,15,15
o21ai_0,14,14
dfxtp_1,13,12
a21oi_1,9,9
## metal layers
metal	GRT usage [%]	vias up	part of all wire, %
li1	-	1525	-
met1	26.0	1611	42
met2	27.0	151	47
met3	8.77	8	9.6
met4	1.79	0	0.91
met5	0	-	0
## area by class of cell
type	count	area share, %
well taps	184	3.16
flip-flops and latches	149	59.7
multi-input cells	184	22.1
inverters	8	0.413
clock inverters	12	3.20
repair buffers	46	5.47
clock buffers	19	5.95
## critical path, cell delays in order, from the launching register on
cell,delay (ns)
dfxtp_1,0.41
or4_4,0.63
nor2_1,0.13
clkdlybuf4s50_1,0.47
## flip-flops by register name (all words and copies together) (netlist names)
| register | flops |
|---|---|
| dout | 8 |
| mem | 128 |
| cnt | 5 |
| rptr | 4 |
| wptr | 4 |
## kinds of logic (layout without fill, tap and decap cells)
logic type | after synthesis | after routing | synth area share (%)
compound gates | 63 | 63 | 7.87
simple gates | 57 | 57 | 4.38
buf+inv | 26 | 85 | 1.80
mux | 49 | 49 | 11.4
xor+xnor | 6 | 6 | 0.868
flops | 149 | 149 | 71.7
fa+ha+maj | 9 | 9 | 1.98
No activity file was given, so power comes from the tool's default toggle rates.
