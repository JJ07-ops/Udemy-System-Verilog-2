--- /design/flow/run.sh ---
#!/bin/bash
# OpenROAD 26Q1-2900-gdf79404cd8, Yosys 0.63+post, stock flow scripts
make -C /OpenROAD-flow-scripts/flow DESIGN_CONFIG=/design/flow/config.mk WORK_HOME=/design/flow/orfs finish
--- /design/flow/config.mk ---
export PLATFORM = sky130hd
export DESIGN_NAME = spi
export DESIGN_NICKNAME = spi
export VERILOG_FILES = /design/flow/design.v
export SDC_FILE = /design/flow/constraint.sdc
export NUM_CORES = 4
export LEC_CHECK = 1
export CORE_UTILIZATION = 40
--- /design/flow/constraint.sdc ---
current_design spi

set clk_period 6.7
set clk_io_pct 0.2

create_clock -name clk0 -period $clk_period [get_ports {clk}]

set non_clock_inputs [all_inputs -no_clocks]
set_input_delay [expr $clk_period * $clk_io_pct] -clock clk0 $non_clock_inputs
set_output_delay [expr $clk_period * $clk_io_pct] -clock clk0 [all_outputs]
--- /design/flow/design.v ---
 module spi(
input clk, newd,rst,
input [11:0] din, 
output reg sclk,cs,mosi
    );
  typedef enum bit [1:0] {idle = 2'b00, enable = 2'b01, send = 2'b10, comp = 2'b11 } state_type;
  state_type state = idle;
  int countc = 0;
  int count = 0;
   always@(posedge clk) 
  begin
    if(rst == 1'b1) begin
      countc <= 0;
      sclk <= 1'b0;
    end
    else begin 
      if(countc < 3 )
          countc <= countc + 1;
      else
          begin
          countc <= 0;
          sclk <= ~sclk;
          end
    end
  end
    reg [11:0] temp;
   always@(posedge sclk) 
  begin
    if(rst == 1'b1) 
    begin
      cs <= 1'b1; 
      mosi <= 1'b0;
    end
    else begin
     case(state)
         idle:
             begin
               if(newd == 1'b1) 
                 begin
                 state <= send;
                 temp <= din; 
                 cs <= 1'b0;
                 mosi <= din[0];
                 count <= 0;
                 end
               else begin
                 state <= idle;
                 temp <= 8'h00;
               end
             end
       send : begin
         if(count <= 11) begin
           mosi <= temp[count];  
           count <= count + 1;
         end
         else
             begin
               count <= 0;
               state <= idle;
               cs <= 1'b1;
               mosi <= 1'b0;
             end
       end
      default : state <= idle; 
   endcase
  end 
 end
endmodule
==> CHANGELOG.md <==
## Flow update

- Initial antenna violation count: 0
- Ant diodes: 0
- Pre-CTS worst setup slack: 4010 ps
- Total track usage: 15.4%
- Area leader share: 33.9%
- Worst-path cell chain: clkdlybuf4s50_1
- Final instance area: 4390 um^2
- Worst hold slack: 442 ps
- Routability cong.: 0.801
- Buf/Inv on CP: 1
- Avg Inst Size Synth: 9.98 um^2
- Fin Setup TNS: 0 ps
- OpenROAD warnings: 25
- Register pins left without a clock: 47
- TritonCTS clock tree: built
- Grt ovf: 0
- GR peak layer: met1
- Fraction of layout cells with a size suffix above 1: 5.08%
- CTS Buf Count: 5
- Crit path capture type: output pin
- Worst setup SP type: flip-flop
- FILL cells: 927
- Synth Instances: 399
- Port bufs: 17
- Critical path class: reg -> out
- Cell taking the most area after synthesis: edfxtp_1
- Yosys Instances: 399
- Leakage power: 1.41 nW
- CTS clk-pin slew, worst paths: 70 ps
- Post-layout period usage: 37.7%
- CP max FO: 2
- Standard-cell rows: 36
- IO Pins: 18
- Class of the worst hold path: reg -> reg
- M3 GR Usage: 3.29%
- Clock root buffer master: clkbuf_8
- CP peak stage delay: 490 ps
- Fmax achieved: 396 MHz
- Family with the most delay on the worst path: buffers and inverters
- Post-synthesis cell area: 3980 um^2
- WP data required: 5360 ps
- Largest net degree at the start of global routing: 49
- Avg Vias per Cell: 5.10
- Final Slew Violations: 0
- First-pass GRT wire length: 12.3 mm
- Combinational gate area: 1840 um^2
- Chip Area: 10400 um^2
- Total core area: 9730 um^2
- Synthesis-stage register bit count: 80
- YS chip area: 3980 um^2
- Most common logic cells in the final layout: nor2_1 (70), edfxtp_1 (45), dfxtp_1 (35), nand3_1 (28), xnor2_1 (28)
- # hold bufs at CTS: 0
- Clk_skew: 6.41 ps
- Post-synthesis sequential area ratio: 51.5%
- Dpl cell area: 4300 um^2
- H-tree levels: 2
- Setup Fix Bufs, Post-CTS: 0
- Worst slew pin tran: 684 ps
- Met1 Track Usage GR: 24.7%
- Post-synthesis cell type count: 45
- Arrival @ worst endpoint: 1180 ps
- Layout area overhead: 10.2%
- Crit path max-delay cell type: clkdlybuf4s50_1
- Setup ws final: 4180 ps
- Clock buffer depth: 2
- Drt pass-1 iters: 4
- First-iteration detailed-routing DRC count: 128
- Wire per inst: 13.2 um
- Vias in the first global route: 2553
- Met2 Usage GRT: 23.3%
- Status: finished clean
- Final Hold Viols: 0
- Clock latency on the worst-skew pair: 290 ps
- Flip-flops with a built-in enable: 45
- Die W: 102 um
- Endpoints left unconstrained: 94
- Init Core Util: 40.9%
- Commonest flop: edfxtp_1
- Slew HR: 54.0%
- Register Area: 2050 um^2
- Tmin final: 2520 ps
- Synth warn: 1
- Biggest area cells: edfxtp_1 (34%), dfxtp_1 (18%), nor2_1 (6.6%)
- Setup-failing EPs final: 0
- Via Count: 2786
- HPWL after DPL: 5.06 mm
- Power density over the cells: 132 nW/um^2
- DRC viols: 0
- Final Routed Wirelength: 7.23 mm
- Max_cap viols: 0
- Async set or reset register ratio after synthesis: 0%
- Die height: 102 um
- RSZ-0062 raised after global routing: no
- Post-route antenna net violation count: 0
- Post-layout util: 45.1%
- Post_cts resized: 0
- Worst vdd ir: 0.125 mV
- Top cell excl fill/tap: nor2_1
==> path summary, 6_finish.rpt <==
check        startpoint    endpoint  slack, ps  depth (start not counted)
max                sclk        sclk       4180                          1
min           countc[0]   countc[0]        440                          1
max reg2reg   countc[0]  countc[30]       4760                          6
min reg2reg   countc[0]   countc[0]        440                          1
==> sequential cells by signal, indices dropped and copies added (netlist names) <==
signal	count
countc	32
mosi	1
cs	1
count	32
state	1
sclk	1
temp	12
==> final cells by class <==
| type | instances | area share, % |
|---|---|---|
| flip-flops and latches | 80 | 46.8 |
| multi-input cells | 295 | 42.0 |
| repair buffers | 22 | 4.73 |
| well taps | 133 | 3.79 |
| clock buffers | 7 | 1.97 |
| inverters | 9 | 0.770 |
==> per-layer routing <==
layer / part of all wire, % / up-vias
li1: - / 1457
met1: 51 / 1279
met2: 44 / 45
met3: 4.2 / 5
met4: 0.82 / 0
met5: 0 / -
==> stage by stage <==
stage,cells,total power [mW]
finish,546,0.581
detailed placement,539,0.438
global route,546,0.613
CTS,546,0.588
global placement,539,0.436
floorplan,399,0.393
==> logic make-up (layout without fill, tap and decap cells) <==
group	count (synthesis)	after routing	share of synthesized area, %
AND/OR/NAND/NOR	212	212	28.1
multiplexers	5	5	1.57
XOR/XNOR	54	54	11.9
AND-OR/OR-AND	22	22	3.74
buffers and inverters	24	38	2.51
flip-flops	80	80	51.5
adder cells (fa/ha/maj)	2	2	0.628
==> synth_stat cells, drive strengths merged (8+ instances only) <==
cell / count
and3: 10
nand4: 18
a21oi: 8
xnor2: 28
nor2: 70
inv: 9
dfxtp: 35
edfxtp: 45
nor3: 10
nor4: 22
nand3: 30
and2: 17
nand2: 17
clkbuf: 11
xor2: 26
==> where the power goes <==
part | leakage, nW | total (mW) | switching (mW) | internal [mW]
clock | 0.0443 | 0.150 | 0.0688 | 0.0814
sequential | 0.721 | 0.332 | 0.0221 | 0.309
combinational | 0.645 | 0.0992 | 0.0607 | 0.0385
Power is estimated from default activity; no workload was simulated.
